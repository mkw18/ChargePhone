## flow/config.mk

```make
export PLATFORM = sky130hd
export DESIGN_NAME = keyMatrix
export DESIGN_NICKNAME = keyMatrix
export VERILOG_FILES = /design/flow/design.v
export SDC_FILE = /design/flow/constraint.sdc
export NUM_CORES = 4
export LEC_CHECK = 1
export CORE_UTILIZATION = 50
```

## flow/constraint.sdc

```tcl
current_design keyMatrix

set clk_period 4.9
set clk_io_pct 0.2

create_clock -name clk0 -period $clk_period [get_ports {CLK}]

set non_clock_inputs [all_inputs -no_clocks]
set_input_delay [expr $clk_period * $clk_io_pct] -clock clk0 $non_clock_inputs
set_output_delay [expr $clk_period * $clk_io_pct] -clock clk0 [all_outputs]
```

## flow/design.v

```verilog
module keyMatrix(CLK,C,R,startSet,num,start,clear,enter);
   input CLK;
	input [3:0] C;
	output reg [3:0] R;
	output reg startSet;
	output reg [4:0] num;
	output reg start;
	output reg clear;
	output reg enter;
	reg [4:0] key;
	reg [1:0] round;
	reg isPush;
	reg [13:0] negCnt;
	reg [13:0] posCnt;
	initial
	   begin
		R<=4'b0;
		startSet<=1'b0;
		round<=2'b0;
		isPush<=1'b0;
		negCnt<=4'b0;
		posCnt<=4'b0;
		num<=20;
		start<=0;
		clear<=0;
		enter<=0;
		end
	always @ (posedge CLK)
	   begin
	   if (!isPush)
		begin
			if (C==4'b1111)
			begin
				startSet<=0;
				posCnt<=0;
				case (round)
				0: R=4'b0111;
				1: R=4'b1011;
				2: R=4'b1101;
				3: R=4'b1110;
				endcase
				round=round+1;
			end
			else isPush<=1;
		end
		else
		begin
			if (C==4'b1111)
			begin
				negCnt<=0;
				if(posCnt<4000) posCnt=posCnt+1;
				else isPush<=0;
			end
			else if (negCnt<4000) negCnt=negCnt+1;
			else 
			begin
				startSet=1;
				negCnt<=0;
				posCnt<=0;  
			end
		end
	end
	always @ (posedge startSet)   
	begin
		num<=20;
		start<=0;
		clear<=0;
		enter<=0;
		case(R)
		   4'b1110:key=0;
			4'b1101:key=4;
			4'b1011:key=8;
			4'b0111:key=12;
		endcase
		case(C)
		   4'b1110:key=key+1;
			4'b1101:key=key+2;
			4'b1011:key=key+3;
			4'b0111:key=key+4;
		endcase
		case(key)
		   1:num<=1;
			2:num<=2;
			3:num<=3;
			4:num<=4;
			5:num<=5;
			6:num<=6;
			7:num<=7;
			8:num<=8;
			9:num<=9;
			10:num<=0;
			11:start<=1;
			12:clear<=1;
			13:enter<=1;
			default:
			   begin
				num<=20;
				start<=0;
				clear<=0;
				enter<=0;
				end
		endcase
	end
endmodule
```

## flow/run.sh

```bash
#!/bin/bash
# OpenROAD 26Q1-2900-gdf79404cd8, Yosys 0.63+post, stock flow scripts
make -C /OpenROAD-flow-scripts/flow DESIGN_CONFIG=/design/flow/config.mk WORK_HOME=/design/flow/orfs finish
```

==> results.py <==
# Metrics from the implementation run
metrics = {
    "run_status": {
        "status": "finished clean",
    },
    "layout": {
        "area_growth_syn_to_layout_pct": 13.3,
        "ff_latch_area_um2": 1330,
        "final_cell_mix": "41 x nor2_1, 35 x edfxtp_1, 21 x nand2_1",
        "layout.area.comb_um2": 1150,
        "final_area_um2": 2890,
        "fillers": 425,
        "fin_cells": 338,
        "drive_above_1_share_pct": 4.43,
        "lay_top_count": "nor2_1",
    },
    "floorplan": {
        "num_rows": 25,
        "chipArea_um2": 5390,
        "fp_util_pct": 53.0,
        "fp.dieW_um": 73.5,
        "core-area_um2": 4820,
        "io_pins": 18,
        "die_y_um": 73.5,
    },
    "drt": {
        "vias_per_cell": 5.15,
        "drc": 0,
        "routed_wl_um": 4190,
        "first_pass_iters": 4,
        "drt_iter0_drc": 79,
        "vias": 1741,
        "drtAntennaViolNets": 0,
        "n_antenna_cell": 0,
        "wl_per_cell_um": 12.4,
    },
    "run": {
        "warning_count": 29,
        "cap_violations": 0,
    },
    "timing": {
        "grt_setup_unrepaired": "false",
        "finalSetupTns_ps": 0,
        "untimed_endpoints": 21,
        "relSlewSlack_pct": 43.9,
        "unclocked_regs": 13,
        "fin_crit_ps": 2870,
        "tightestPinTransition_ps": 840,
        "finalClockPeriodUsage_pct": 58.6,
        "finalHoldViolCount": 0,
        "setup_viol": 0,
        "clock_skew_ps": 2.21,
        "fmax_ghz": 0.348,
        "maxSlewViolCount": 0,
    },
    "cts": {
        "htreeDepth": 2,
        "clock_path_buffers": 2,
        "post_cts_resized": 0,
        "cts_buffers": 5,
        "tritoncts": "yes",
        "cts-root-buf": "clkbuf_8",
        "post_cts_buffers": 0,
        "clk_latency_ps": 280,
        "clk_pin_slew_ps": 60,
        "cts-hold-fix-buffers": 0,
    },
    "critical_path": {
        "worstSetupStartpointType": "input port",
        "path_delay_family": "simple AND/OR/NAND/NOR gates",
        "cp_max_fo": 14,
        "crit_top_cell": "nor2_1",
        "slowest_delay_ps": 650,
        "worstSetupPathType": "input port to flip-flop",
        "arrival_ps": 2900,
        "crit_chain": "clkdlybuf4s50_1, nand2_1, nor2_1, nand2_1, nor2_1, nor2_1, buf_4",
        "slowest_stage": "clkdlybuf4s50_1",
        "required_ps": 4930,
        "end_kind": "flip-flop",
        "path_buffers": 2,
    },
    "global_routing": {
        "grt_max_degree": 22,
        "grt_pass1_vias": 1543,
        "gr-total-overflow": 0,
        "antenna_found_initial": 0,
        "track_usage_pct": 17.8,
        "grt_first_pass_wirelength_um": 6920,
    },
    "yosys": {
        "syn_inst": 247,
        "ys_seq_share_pct": 52.2,
        "ys.flop_type": "edfxtp_1",
        "numSynthFlops": 49,
        "ys_cells": 247,
        "ys_chip_area_um2": 2550,
        "yosys_warnings": 1,
        "syn_area_um2": 2550,
        "synth-edff-count": 35,
        "synth.distinct_cells": 43,
        "synth_area_per_cell_um2": 10.3,
        "async_flop_share_pct": 0,
    },
    "power_and_ir_drop": {
        "ir_worst_vdd_v": 0.000187,
        "powerDensity_nw_per_um2": 211,
        "power_leakage_nw": 1.08,
        "p_total_mw": 0.611,
    },
    "placed_design": {
        "portBuffers": 17,
        "dpl-instance-area_um2": 2810,
        "hpwl_um": 3060,
        "place_congestion": 0.818,
        "place_inst": 330,
    },
    "min_path": {
        "worstHoldPathType": "flip-flop to flip-flop",
    },
}
-- registers in the layout (all words and copies together) (netlist names) --
register and count:
posCnt 14, startSet 1, clear 1, start 1, negCnt 14, isPush 1, key 5, R 4
num 5, round 2, enter 1
-- tightest hold or removal path, stage by stage, from the launching register on --
cell      delay [ps]
edfxtp_1         370
nor3_1            70
nand2_1           60
nand2_1           40
-- cells by family after synthesis --
kind of cell	synth area share [%]
adders and majority gates	5.20
buffers and inverters	2.75
muxes	0.392
DFF	52.2
other	0.147
AOI/OAI and AO/OA	8.92
xor gates and xnor gates	8.58
and+or+nand+nor	21.9
-- per-layer routing --
metal | routed length [um] | vias up | share of wire [%] | GRT usage, %
met5 | 0 | - | 0 | 0
met4 | 80 | 0 | 1.9 | 2.78
met3 | 118 | 8 | 2.8 | 3.19
met2 | 1980 | 24 | 47 | 27.7
met1 | 2010 | 792 | 48 | 29.0
li1 | - | 917 | - | -
-- Yosys cell counts (all sizes together), types with 2 or more instances --
master	instances	area share, %
o211ai	6	2.0
nand2	21	3.1
dfxtp	14	11
xnor2	12	4.1
a31oi	3	0.74
nor2b	2	0.49
o21ai	7	1.4
o21a	3	0.88
buf	2	0.39
and3	6	1.5
and2	2	0.49
ha	9	4.4
nand4	2	0.49
nor3	8	1.6
xor2	13	4.5
inv	13	1.9
nand4b	6	2.1
clkbuf	3	0.44
o221ai	2	0.69
nor2	41	6.0
nand3	17	3.8
edfxtp	35	41
nand2b	2	0.49
-- final cells by class --
| class | instances | area share, % |
|---|---|---|
| Sequential cell | 49 | 46.0 |
| Multi-Input combinational cell | 181 | 39.9 |
| Timing Repair Buffer | 20 | 6.66 |
| Tap cell | 67 | 2.90 |
| Clock buffer | 7 | 2.64 |
| Inverter | 13 | 1.69 |
| Clock inverter | 1 | 0.130 |
-- report_power, final --
group / internal [mW] / total, mW / switching, mW / leakage (nW)
combinational: 0.0232 / 0.0537 / 0.0305 / 0.538
sequential: 0.354 / 0.367 / 0.0127 / 0.498
clock: 0.0988 / 0.191 / 0.0921 / 0.0399
-- path summary, 6_finish.rpt --
path                            start                       to  slack, ps  depth (start not counted)
max                              C[0]  posCnt[4]$_SDFFCE_PN0P_       2030                          7
min          posCnt[13]$_SDFFCE_PN0P_           isPush$_DFF_P_        580                          3
max reg2reg            isPush$_DFF_P_  posCnt[4]$_SDFFCE_PN0P_       2840                          4
min reg2reg  posCnt[13]$_SDFFCE_PN0P_           isPush$_DFF_P_        580                          3
-- stage by stage --
stage | hold WS [ps] | setup WS (ps) | utilization, %
floorplan | 528 | 1950 | -
global placement | 552 | 1750 | 58.4
detailed placement | 564 | 1740 | 58.4
CTS | 579 | 2020 | 60.0
global route | 618 | 1820 | 60.0
finish | 582 | 2030 | 60.0
Power figures rest on the tool's default switching activity, not on a simulated workload.
