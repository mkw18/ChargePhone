**constraint.sdc**
```tcl
current_design mechine

set clk_period 15.9
set clk_io_pct 0.2

create_clock -name clk0 -period $clk_period [get_ports {CLK}]

set non_clock_inputs [all_inputs -no_clocks]
set_input_delay [expr $clk_period * $clk_io_pct] -clock clk0 $non_clock_inputs
set_output_delay [expr $clk_period * $clk_io_pct] -clock clk0 [all_outputs]
```
**run.sh**
```bash
#!/bin/bash
# OpenROAD 26Q1-2900-gdf79404cd8, Yosys 0.63+post, stock flow scripts
make -C /OpenROAD-flow-scripts/flow DESIGN_CONFIG=/design/flow/config.mk WORK_HOME=/design/flow/orfs finish
```
**design.v**
```verilog
module mechine(CLK,startSet,num,start,clear,enter,money,restime);
   input CLK,startSet,start,clear,enter;
	input [4:0] num;
	output reg [7:0] money;
	output reg [7:0] restime;
	parameter S0 = 2'b00, S1 = 2'b01, S2 = 2'b10;
	parameter second = 25000;
	parameter pause = 250000;
	reg [1:0] state;
	reg timer;
	reg [17:0] pause_count;
	reg [14:0] time_count;
	reg [7:0]next_money;
	reg last_set;
	wire set = ((last_set != startSet) && startSet);
	reg reset;
	initial
	begin
	   state <= S0;
		timer <= 0;
		pause_count <= 0;
		time_count <= 0;
		money <= 8'hff;
		restime <= 8'hff;
		reset = 0;
	end
	always @ (posedge CLK)
	begin
	reset = 0;  
	   case (state)
		S0:
		begin
		   if (set)
			begin
			   if (start)
				begin
					state <= S1;
					money <= 0;
					restime <= 0;
					timer <= 1;
				end
				else
				   state <= S0;
			end
			else
			begin
			   state <= S0;
				money <= 8'hff;
				restime <= 8'hff;
			end
		end
		S1:
		begin
		   if (money == 8'hff && restime == 8'hff)
			   state <= S0;
			else
			begin
			   if (set)
				begin
				   if (enter)
					   state <= S2;
					else
					begin
					   state <= S1;
						if (clear || start)
						begin
						   if (clear)
							begin
							   money <= 0;
								restime <= 0;
							   reset = 1;
								timer <= 1;
								pause_count <= 0;
							end
							else
							begin
							   if (money == 8'hff && restime == 8'hff)
								begin
								   money <= 0;
									restime <= 0;
								end
								if (money == 0)
								begin
								   reset = 1;
									timer <= 1;
									pause_count <= 0;
								end
							end
						end
						else if (num < 10)
						begin
						   timer <= 0;
							pause_count <= 0;
							next_money = (money * 10 + num) % 100;
							if (next_money > 20)
							begin
							   money <= 20;
								restime <= 40;
							end
							else
							begin
								money <= next_money;
								restime <= next_money * 2;
							end
						end
					end
				end
				if (timer && (!reset))
				begin
				   if (pause_count < pause)
					   pause_count <= pause_count + 1;
					else
					begin
					   pause_count <= pause + 1;
						state <= S0;
						timer <= 0;
						pause_count <= 0;
					end
				end
			end
		end
		S2:
		begin
			if (restime == 0)
				money <= 0;
			else
			begin
				if (time_count < second)
					time_count <= time_count + 1;
				else
					time_count <= 0;
				if (time_count == second - 1)
				begin
					if (restime != 0)
						restime <= restime - 1;
					if (restime == 1)
						money <= 0;
				end
			end
			if (money == 0)
			begin
			   state <= S1;
				timer <= 1;
				pause_count <= 0;
			end
		end
		endcase
		last_set <= startSet;
	end
endmodule
```
**config.mk**
```make
export PLATFORM = sky130hd
export DESIGN_NAME = mechine
export DESIGN_NICKNAME = mechine
export VERILOG_FILES = /design/flow/design.v
export SDC_FILE = /design/flow/constraint.sdc
export NUM_CORES = 4
export LEC_CHECK = 1
export CORE_UTILIZATION = 50
```
==> results.txt <==
The run has ended; figures from its reports follow.

The global-route congestion overflow total came out at 0. Derived from the worst setup path, the maximum achievable clock frequency is 108 MHz. Per the run report, area growth between synthesis and finish was 9.58%. The CTS H-tree depth is 2. The post-synthesis share of cell area spent on and, or, nand and nor gates came out at 23.4%. Yosys shows that the main logic family after synthesis is AND-OR/OR-AND gates.

The beginning of the worst hold path is pause_count[17]$_DFFE_PP_. The number of setup violations in the final report came out at 0. The detailed-route DRC error count is 0. After synthesis, the most frequently instantiated cells are nor2_1, o21ai_0, edfxtp_1.

The fraction of the yosys area taken by sequential cells came out at 31.3%. The via count of the first global-routing pass is 4093. After floorplanning, the die was sized to cover 10500 um^2. Setup repair after global routing left no endpoint under its margin. After synthesis, the netlist uses 87 different library cells. The required time at the worst endpoint is listed as 16.08 ns. In this run, the synthesized area fraction spent on AND-OR/OR-AND gates is recorded as 28.4%. The ratio of final minimum period to clock period came out at 58.0%.

The top fanout value on the critical path is 10. Per the timing report, the most critical flop-to-flop path finishes at restime[2]$_DFFE_PP_. The commonest register cell is edfxtp_1. The maximum root-to-sink buffer count came out at 2. The detail route stage leaves a number of antenna-violating nets equal to 0.

The summed instance area of the synthesized netlist came out at 5050 um^2. The endpoint with the worst hold slack is pause_count[17]$_DFFE_PP_. The synthesis report lists the most area-consuming cells as edfxtp_1, ha_1, o21ai_0, nor2_1, xnor2_1. The final report gives the standard cell area, fillers excluded, as 5540 um^2. Detailed routing inserted a total of 4480 vias. The cell chosen for the clock root is clkbuf_8.

The quantity of I/O buffers inserted on ports came out at 25. The number of buffers added to fix hold violations after cts came out at 0. Per the timing report, the most critical flop-to-flop path originates at money[1]$_DFFE_PP_. The total routing usage reported by global routing came out at 23.5%.

Synthesis produced 578 cells. Counting instances, the worst hold path has a depth of 2. The area share of the leading cell type in the synthesized netlist came out at 30.9%. After synthesis the netlist holds a flip-flop and latch count of 53. The clock slew at the register clock pins of the worst setup and hold paths is 0.09 ns. The placement summary gives the final routability congestion estimate as 0.902. The run finished with clean final reports. The HPWL after detailed placement is 8710 um. Yosys stat counts 578 cells in the synthesized netlist. The number of vias per cell came out at 6.09. The kind of capture point of the worst setup path is a register. The total tool warning count is 32.

The shortest clock period the worst path allows after layout came out at 9.23 ns. The total antenna diodes in the routed design came out at 0. The synthesized netlist devotes 6.27% of its cell area to XOR and XNOR gates. The nature of the critical path startpoint is a primary input. The post-route clock skew came out at 0.00752 ns. edfxtp_1 takes more of the synthesized area than any other cell.

The initial utilization of the core area, before any placement, comes to 51.7%. The placed standard-cell area is 5460 um^2. Per the synthesis report, the adder-cell share of the synthesized area is 7.23%.

The max capacitance violation total is 0. The sum of negative setup slack is 0 ns. The pin slew with the least headroom to its limit came out at 0.825 ns. The overall die width is 103 um. The number of placed I/O pins came out at 26.

The first global-routing pass estimated 19000 um of wire. The yosys warning tally is 1. The synthesis report gives the async set-or-reset register share as 0%. The tightest hold path in the finished design has a slack of 0.585 ns. The detailed-router iteration count before antenna repair came out at 4. The critical path is of the in -> reg type. Pins over their slew limit in the final report were tallied at 0. Per the slew report, the remaining headroom to the max-slew limit stands at 45.0%. The total cell area reported by yosys after synthesis is 5050 um^2. The worst-skew pair later-pin latency came out at 0.30 ns. The slack of the worst reg-to-reg path came out at 8.92 ns. The die is 103 um tall. The average cell area after synthesis came out at 8.74 um^2. The count of library flops with an enable pin is 52.

The placeable core area is 9770 um^2. The final routed wire length divided by cell count is 15.5 um. The routed wire length came out at 11400 um.

Clock tree synthesis found a total of 53 sinks. In this run the core area contains 36 standard-cell rows. The dominant cell by count in the synthesized netlist is nor2_1. The number of setup buffers added after CTS came out at 0.

The path class of the tightest hold or removal check is reg -> reg. The largest net degree at the start of global routing came out at 19. The initial antenna violation count came to 0. The CTS buffer count is 5.

The count of instances resized after the clock tree is built is 0. The TritonCTS clock tree is yes. The share of post-route cells with drive strength above 1 came out at 8.13%.

The final-report hold violation count is 0. The number of DRC markers in iteration 0 is 123.

The arrival time of the worst setup path came out at 9.41 ns. Measured in cells, the most critical reg-to-reg path has a length of 22. The proportion of synthesized area in mux cells came out at 0.718%.
==> cells in the final DEF (no fill, tap or decap), types with 22 or more instances in the layout <==
cell	count
edfxtp_1	52
nor2_1	70
o21ai_0	60
nand2_1	45
ha_1	26
inv_1	23
a21oi_1	25
clkdlybuf4s50_1	25
nand3_1	24
xnor2_1	22
==> registers in the layout (all words and copies together) (netlist names) <==
register / count
last_set: 1
timer: 1
restime: 8
time_count: 15
money: 8
pause_count: 18
state: 2
==> critical path, cell delays in order <==
cell	delay (ns)
clkdlybuf4s50_1	0.49
ha_1	0.34
a211oi_1	0.39
nor2_1	0.18
nor2_1	0.56
o311ai_0	0.23
o21a_1	0.21
a2111o_1	0.33
nand3_2	0.21
a21o_1	0.34
a211oi_1	0.18
a211oi_2	0.35
a32oi_1	0.21
xnor2_1	0.56
o22ai_1	0.14
a32oi_1	0.50
o211ai_1	0.17
o31a_2	0.19
a2111oi_4	0.44
a21o_1	0.17
==> cell type report <==
type / count / area (um^2)
Clock buffer: 6 / 72.6
Clock inverter: 1 / 8.76
Fill cell: 879 / 4240
Inverter: 23 / 86.3
Multi-Input combinational cell: 490 / 3330
Sequential cell: 53 / 1580
Tap cell: 133 / 166
Timing Repair Buffer: 30 / 288
==> per-stage QoR <==
step	instances	utilization [%]	setup WS [ns]
finish	736	56.6	6.67
global route	736	56.6	6.10
CTS	736	56.6	6.73
detailed placement	729	55.8	6.44
global placement	729	55.8	6.53
floorplan	578	-	7.68
==> kinds of logic (layout without fill, tap and decap cells) <==
| family | Yosys count | count (layout) |
|---|---|---|
| AND-OR/OR-AND | 195 | 195 |
| AND/OR/NAND/NOR | 230 | 230 |
| adder cells (fa/ha/maj) | 28 | 28 |
| flip-flops | 53 | 53 |
| XOR/XNOR | 34 | 34 |
| multiplexers | 3 | 3 |
| buffers and inverters | 35 | 60 |
==> metal layers <==
metal  GRT usage, %  vias up  wire length [um]
met5              0        -                 0
met4           3.52        0               133
met3           2.41        9               361
met2           39.3       94              5490
met1           35.4     2111              5400
li1               -     2266                 -
==> how the worst max path moves through the flow <==
stage / from / to / slack (ns) / depth (start not counted)
final: num[2] / restime[2]$_DFFE_PP_ / 6.67 / 20
after global routing: num[2] / restime[2]$_DFFE_PP_ / 6.10 / 20
after CTS: num[2] / restime[1]$_DFFE_PP_ / 6.73 / 20
