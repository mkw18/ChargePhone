<file path="flow/run.sh">
#!/bin/bash
# OpenROAD 26Q1-2900-gdf79404cd8, Yosys 0.63+post, stock flow scripts
make -C /OpenROAD-flow-scripts/flow DESIGN_CONFIG=/design/flow/config.mk WORK_HOME=/design/flow/orfs finish
</file>
<file path="flow/config.mk">
export PLATFORM = sky130hd
export DESIGN_NAME = scan
export DESIGN_NICKNAME = scan
export VERILOG_FILES = /design/flow/design.v
export SDC_FILE = /design/flow/constraint.sdc
export NUM_CORES = 4
export LEC_CHECK = 1
export CORE_AREA = 10 10 107 107
export DIE_AREA = 0 0 117 117
</file>
<file path="flow/constraint.sdc">
current_design scan

set clk_period 3.1
set clk_io_pct 0.2

create_clock -name clk0 -period $clk_period [get_ports {CLK}]

set non_clock_inputs [all_inputs -no_clocks]
set_input_delay [expr $clk_period * $clk_io_pct] -clock clk0 $non_clock_inputs
set_output_delay [expr $clk_period * $clk_io_pct] -clock clk0 [all_outputs]
</file>
<file path="flow/design.v">
module scan (CLK,C,R,startSet);
   input CLK;
	input [3:0] C;
	output reg [3:0] R;
	output reg startSet;
	reg [1:0] round;
	reg isPush;
	reg [13:0] negCnt;
	reg [13:0] posCnt;
	initial
	   begin
		R<=4'b0;
		startSet<=1'b0;
		round<=2'b0;
		isPush<=1'b0;
		negCnt<=4'b0;
		posCnt<=4'b0;
		end
	always @ (posedge CLK)
	   begin
	   if (!isPush)
		begin
			if (C==4'b1111)
			begin
				startSet<=0;
				posCnt<=0;
				case (round)
				0: R=4'b0111;
				1: R=4'b1011;
				2: R=4'b1101;
				3: R=4'b1110;
				endcase
				round=round+1;
			end
			else isPush<=1;
		end
		else
		begin
			if (C==4'b1111)
			begin
				negCnt<=0;
				if(posCnt<4000) posCnt=posCnt+1;
				else isPush<=0;
			end
			else if (negCnt<4000) negCnt=negCnt+1;
			else 
			begin
				startSet=1;
				negCnt<=0;
				posCnt<=0;  
			end
		end
	end
endmodule
</file>
==> results.txt <==
State of the implementation.

- The run finished with clean final reports.
- The number of global-route vias before repair is about 1100, for reference.
- In this run the most used layer during global routing was met2.
- The last timing report of the flow puts the setup violation total at 0.
- The post-synthesis instance total is between 100 and 150, for reference.
- The completed layout was analyzed and its total power is between 1 and 1.5 mW.
- The average wire per standard cell is 10.6 µm, for reference.
- The synthesis report lists the most area-consuming cells as sky130_fd_sc_hd__edfxtp_1 (59%), sky130_fd_sc_hd__xor2_1 (7.8%), sky130_fd_sc_hd__nor2_1 (5.3%).
- The final tally of hold violations is 0, for reference.
- The width of the die is around 120 µm, for reference.
- Per the detail_route report, DRC violations left total 0.
- Sequential elements use about three fifths of the synthesized area.
- The cell area that synthesis handed to floorplanning was around 1800 µm².
- The power per cell area is 486 nW/µm², for reference.
- Headroom to the max-slew limit came out at ~60%.
- The count of vias placed by the detailed router is ~1100, for reference.
- Nets still carrying antenna violations after routing amount to 0.
- The routed design ends up with an antenna cell count of 0.
- Counting flops with a built-in enable in the synthesized netlist gives 35.
- The summed negative setup slack over all endpoints is 0 ns, for reference.
- After the first detailed-routing iteration, the DRC count stood at roughly 52.
- The core footprint is 9200 µm², for reference.
- The Yosys warning count is 1, for reference.
- For this block, the routed nets add up to about 3000 µm of wire.
- The power report attributes to the combinational group a share of between 4 and 5%.
- Prior to clock tree synthesis, the placed netlist has a worst setup slack of about 0.64 ns.
- In the floorplan report the effective utilization is roughly a fifth.
- The most popular library cell in the synthesized design by count is sky130_fd_sc_hd__edfxtp_1, for reference.
- The flow reports that the clock network draws between 30% and 40% of the design power.
- The first-pass GRT wire length is between 4000 and 5000 µm, for reference.
- The nature of the critical path startpoint is a primary input, for reference.
- The OpenROAD warning count is 28, for reference.
- For this run, global-route usage on met3 was measured as 2.17%.
- Per the synthesis report, the single largest cell type by area occupies between 50 and 60% of cell area.
- The filler cells instantiated in the layout total 987.
- For this run the detailed placement stage logged an HPWL of roughly 2000 µm.
- The number of antenna violations at the first check in global routing is 0, for reference.
- The analysis attributes to net switching a power of between 0.2 and 0.25 mW.
- The leakage power total is about 0.75 nW, for reference.
- The largest buffer count on any clock path is 2, for reference.
- The largest net degree at the start of global routing is 22, for reference.
- The power report attributes to the sequential group a share of a little under three fifths.
- The number of buffers inserted during clock tree synthesis is 5, for reference.
- The number of primary I/O pins is 10, for reference.
- The layout overhead on the synthesized area is 18.6%, for reference.
- Per the layout area report, the combinational gate area comes to 671 µm².
- In this run, post-CTS repair resized a total of 0 instances.
- The post-synthesis cell type count is 33, for reference.
- The average vias per placed instance is a little under 4, for reference.
- The count of maximum capacitance violations is 0, for reference.
- The kind of capture point of the worst setup path is a flip-flop, for reference.
- The CTS clock-pin slew for the worst setup and hold paths is 0.08 ns, for reference.
- The iteration count of the initial detailed-routing pass is 4, for reference.
- Per the final report, max-transition violations number 0.
- The final clock period utilization by the worst path is between 60% and 70%, for reference.
- The synthesis stat section lists a flop and latch total of 36.
- TritonCTS built the clock tree.
- The number of cells traversed by the worst register-to-register path is 5, for reference.
- Setup repair after global routing left no endpoint under its margin.
- The critical path goes through clkdlybuf4s50_1, and4_4, nand2_1, or4_1, nand2_1.
- For this run the aggregate overflow at the end of global routing stands at 0.
- The clock H-tree reported by CTS has 2 levels.
- For this run, the total global-route usage over all layers was measured as under 10%.
- The die boundary height is 117 µm, for reference.
- In the post-route analysis, the smallest setup slack over all paths is between 0.9 and 1 ns.
- The post-CTS setup repair buffer count is 0, for reference.
- The report puts the hold buffer count at CTS at 0.
- For the worst-skew pair, the clock arrives at the later sink with an insertion delay of approximately 0.29 ns.
- The required arrival time at the worst endpoint is approximately 3.3 ns, for reference.
- The synthesis report names the predominant flop master as sky130_fd_sc_hd__edfxtp_1.
- The layout cell share with drive strength beyond 1 is about a tenth, for reference.
- In this run the core area contains 35 standard-cell rows.
- On the critical path the data arrives at about 2.3 ns.
- The count of buffers inserted at the top-level ports is 9, for reference.
- The CTS log lists the clock sinks for this run as 36.
- The area enclosed by the die boundary is 13700 µm², for reference.
- The peak supply drop is between 0.2 and 0.25 mV, for reference.
- Counting instances in the post-synthesis netlist gives the leading cell types as sky130_fd_sc_hd__edfxtp_1 (35), sky130_fd_sc_hd__nor2_1 (25), sky130_fd_sc_hd__xor2_1 (16).
- The post-route minimum period is about 2.2 ns, for reference.
- The timing report shows the most common cell along the critical path to be sky130_fd_sc_hd__nand2_1.
- The most critical min-delay path falls under reg2reg.
- The average cell area after synthesis is 12.0 µm², for reference.
- Cell internal power was estimated by the tool at 0.814 mW.
- The met2 usage in global routing is about 6.6%, for reference.
- The cell accounting for the most synthesized area is sky130_fd_sc_hd__edfxtp_1, for reference.
- The area taken by sequential standard cells is reported as between 1000 and 1500 µm².
- The final worst clock skew is 0.00624 ns, for reference.
- The master cell of the clock root buffer is sky130_fd_sc_hd__clkbuf_8, for reference.
- The top achievable clock speed is around 460 MHz, for reference.
- The switching share of power is 21.0%, for reference.
- The area of the synthesized netlist per yosys stat is roughly 1800 µm², for reference.
- The number of standard cells reported by yosys is ~150, for reference.
- The maximum fanout encountered on the critical timing path is 14, for reference.
- The worst hold path cell count is 1, for reference.
- In this design, the stage delay of the slowest critical-path cell is 0.59 ns.
- The slew at the pin closest to its max-slew limit is a little over 0.6 ns, for reference.
- The routability congestion estimate from global placement is 0.783, for reference.
- Routing resource usage on met1 recorded by global route was ~5.9%.
- The fraction of synthesis flops using an asynchronous set or reset pin is 0%, for reference.
- Per the STA report, the cell with the highest stage delay on the worst path is sky130_fd_sc_hd__or4_1.
- The category of the critical setup timing path is in2reg, for reference.
final timing paths:
kind / slack (ns) / start / to
worst min register to register: 0.58 / negCnt[11]$_SDFFCE_PP0P_ / negCnt[11]$_SDFFCE_PP0P_
worst max register to register: 1.21 / posCnt[7]$_SDFFCE_PN0P_ / posCnt[1]$_SDFFCE_PN0P_
worst max-delay path: 0.94 / C[2] / posCnt[12]$_SDFFCE_PN0P_
worst min-delay path: 0.58 / negCnt[11]$_SDFFCE_PP0P_ / negCnt[11]$_SDFFCE_PP0P_
worst max-delay path: cells and delay by family:
family	cells	cell delay (ns)
simple gates	4	1.24
buf+inv	1	0.45
cells in the final DEF (no fill, tap or decap), types with 2 or more instances in the layout:
cell and instances:
sky130_fd_sc_hd__clkbuf_8 5, sky130_fd_sc_hd__or4_1 2, sky130_fd_sc_hd__buf_4 2, sky130_fd_sc_hd__conb_1 2, sky130_fd_sc_hd__ha_1 6, sky130_fd_sc_hd__a21oi_1 2, sky130_fd_sc_hd__and3_1 4, sky130_fd_sc_hd__xor2_1 16
sky130_fd_sc_hd__edfxtp_1 35, sky130_fd_sc_hd__and4_1 3, sky130_fd_sc_hd__nand4_1 7, sky130_fd_sc_hd__nand3_1 9, sky130_fd_sc_hd__o21a_1 2, sky130_fd_sc_hd__nand2_1 8, sky130_fd_sc_hd__nor2_1 25, sky130_fd_sc_hd__xnor2_1 3
sky130_fd_sc_hd__inv_1 6, sky130_fd_sc_hd__clkdlybuf4s50_1 9
sequential cells by signal, summed over array words and instances (netlist names):
register / cells
R: 4
isPush: 1
negCnt: 14
posCnt: 14
round: 2
startSet: 1
cells by family (layout without fill, tap and decap cells):
| group | after synthesis | count (layout) | synth area share (%) |
|---|---|---|---|
| AND-OR/OR-AND | 7 | 7 | 2.59 |
| XOR/XNOR | 19 | 19 | 9.31 |
| adder cells (fa/ha/maj) | 6 | 6 | 4.20 |
| buffers and inverters | 10 | 25 | 3.01 |
| flip-flops | 36 | 36 | 59.9 |
| other | 1 | 2 | 0.210 |
| AND/OR/NAND/NOR | 70 | 70 | 20.7 |
cell type report:
class | count | area share (%)
flip-flops and latches | 36 | 50.5
repair buffers | 11 | 4.96
well taps | 111 | 6.55
multi-input cells | 104 | 31.6
clock inverters | 3 | 2.01
clock buffers | 5 | 3.25
inverters | 6 | 1.06
per-stage QoR:
step / hold WS (ns) / utilization, % / cell area, µm² / std cells
4_1_cts: 0.583 / 23.0 / 2120 / 276
6_report: 0.581 / 23.0 / 2120 / 276
3_5_place_dp: 0.562 / 21.8 / 2010 / 268
5_1_grt: 0.616 / 23.0 / 2120 / 276
3_3_place_gp: 0.565 / 21.8 / 2010 / 268
2_1_floorplan: 0.529 / - / 1790 / 150
power by group through the flow:
stage	logic [mW]	registers [mW]	clock network [mW]
final	0.0463	0.576	0.408
after global routing	0.0521	0.580	0.434
after CTS	0.0469	0.576	0.418
per-layer routing:
metal | share of wire, % | wire length (µm) | up-vias
li1 | - | - | 561
met1 | 50 | 1470 | 511
met2 | 40 | 1180 | 20
met3 | 7.2 | 211 | 6
met4 | 2.2 | 64 | 0
met5 | 0 | 0 | -
No activity file was given, so power comes from the tool's default toggle rates.
